## constraint.sdc

```tcl
current_design RegFile

set clk_period 15.5
set clk_io_pct 0.2

create_clock -name clk0 -period $clk_period [get_ports {clk}]

set non_clock_inputs [all_inputs -no_clocks]
set_input_delay [expr $clk_period * $clk_io_pct] -clock clk0 $non_clock_inputs
set_output_delay [expr $clk_period * $clk_io_pct] -clock clk0 [all_outputs]
```

## design.v

```verilog
package Pipe_Buf_Reg_PKG;
  typedef struct packed {
    logic [8:0]  Curr_Pc;
    logic [31:0] Curr_Instr;
  } if_id_reg;
  typedef struct packed {
    logic        ALUSrc;
    logic        MemtoReg;
    logic        RegWrite;
    logic        MemRead;
    logic        MemWrite;
    logic [1:0]  ALUOp;
    logic        Branch;
    logic [8:0]  Curr_Pc;
    logic [31:0] RD_One;
    logic [31:0] RD_Two;
    logic [4:0]  RS_One;
    logic [4:0]  RS_Two;
    logic [4:0]  rd;
    logic [31:0] ImmG;
    logic [2:0]  func3;
    logic [6:0]  func7;
    logic [31:0] Curr_Instr;
    logic        JalrSel;
    logic        jal_signal;
    logic [1:0]  UIOp;
  } id_ex_reg;
  typedef struct packed {
    logic        RegWrite;
    logic        MemtoReg;
    logic        MemRead;
    logic        MemWrite;
    logic [31:0] Pc_Imm;
    logic [31:0] Pc_Four;
    logic [31:0] Imm_Out;
    logic [31:0] Alu_Result;
    logic [31:0] RD_Two;
    logic [4:0]  rd;
    logic [2:0]  func3;
    logic [6:0]  func7;
    logic [31:0] Curr_Instr;
    logic        jal_signal;
  } ex_mem_reg;
  typedef struct packed {
    logic        RegWrite;
    logic        MemtoReg;
    logic [31:0] Pc_Imm;
    logic [31:0] Pc_Four;
    logic [31:0] Imm_Out;
    logic [31:0] Alu_Result;
    logic [31:0] MemReadData;
    logic [4:0]  rd;
    logic [31:0] Curr_Instr;
    logic        jal_signal;
  } mem_wb_reg;
endpackage
`timescale 1ns / 1ps
module RegFile #(
    parameter DATA_WIDTH = 32,   
    parameter ADDRESS_WIDTH = 5,   
    parameter NUM_REGS = 32
) (
    input clk,   
    input rst,   
    input rg_wrt_en,   
    input  [ADDRESS_WIDTH-1:0] rg_wrt_dest,  
    input [ADDRESS_WIDTH-1:0] rg_rd_addr1,   
    input [ADDRESS_WIDTH-1:0] rg_rd_addr2,   
    input  [DATA_WIDTH-1:0] rg_wrt_data,  
    output logic [DATA_WIDTH-1:0] rg_rd_data1,   
    output logic [DATA_WIDTH-1:0] rg_rd_data2    
);
  integer i;
  logic [DATA_WIDTH-1:0] register_file[NUM_REGS-1:0];
  always @(negedge clk) begin
    if (rst == 1'b1) for (i = 0; i < NUM_REGS; i = i + 1) register_file[i] <= 0;
    else if (rst == 1'b0 && rg_wrt_en == 1'b1) begin
      register_file[rg_wrt_dest] <= rg_wrt_data;
    end
  end
  assign rg_rd_data1 = register_file[rg_rd_addr1];
  assign rg_rd_data2 = register_file[rg_rd_addr2];
endmodule
```

## run.sh

```bash
#!/bin/bash
# OpenROAD 26Q1-2900-gdf79404cd8, Yosys 0.63+post, stock flow scripts
make -C /OpenROAD-flow-scripts/flow DESIGN_CONFIG=/design/flow/config.mk WORK_HOME=/design/flow/orfs finish
```

## config.mk

```make
export PLATFORM = sky130hd
export DESIGN_NAME = RegFile
export DESIGN_NICKNAME = RegFile
export VERILOG_FILES = /design/flow/design.v
export SDC_FILE = /design/flow/constraint.sdc
export NUM_CORES = 4
export LEC_CHECK = 1
export CORE_UTILIZATION = 50
```

==> reports/summary.txt <==
CTS tree - yes
Clk pin slew, worst setup/hold paths - 0.04 ns
Power per cell area - 122 nW/um^2
Final-layout worst hold slack - 7.38 ns
Comb area - 23400 sq um
Effective utilization at floorplan - 50.6%
Launching element type of the critical path - flop
Root buf cell - sky130_fd_sc_hd__clkbuf_16
Total core area - 111000 sq um
Post-synthesis mux area share - 18.2%
Routed via count - 41800
Combined area of all synthesized cells - 56200 sq um
X dimension of the die - 337 microns
Layout filler cell count - 8757
Tool Warnings - 1027
First-pass GRT wire length - 282 mm
Number of antenna violations at the first check in global routing - 6
XOR/XNOR Area Share - 0%
Final non-filler cell area - 66700 sq um
Path class of the lowest-slack min-delay path - input pin to output port
Cell resize tally after clock tree synthesis - 0
Top cells, area - sky130_fd_sc_hd__edfxtp_1 55%, sky130_fd_sc_hd__mux2i_1 18%, sky130_fd_sc_hd__and2_1 11%, sky130_fd_sc_hd__a22oi_1 2.6%, sky130_fd_sc_hd__a22o_1 2.0%
Average detailed-routed wire length per instance - 27.5 microns
Overall die height - 337 microns
Number of instances in the synthesized netlist - 4641
Number of global-route vias before repair - 44200
# Post-CTS Setup Buffers - 0
DRC Markers - 0
Measured slew at the worst slew-check pin - 1.05 ns
Avg Vias per Cell - 5.80
Count of state elements after synthesis - 1024
Result of the run - finished, final reports clean
Worst setup path class - flop to output port
Pin count of the biggest net entering global routing - 91
Top register by number of flip-flops - register_file
TritonCTS Sinks - 1024
Share of the synthesized area in the top cell type - 54.7%
Dominant combinational family - multiplexers
Initial DRC Count - 2919
Post-route ant nets - 0
Global router's overall resource usage - 38.1%
Setup violations, final - 0
Simple-gate share of the synthesized area - 16.1%
Leakage power summed over all cells - 30.0 nW
Area growth from synthesis to final layout - 18.8%
Syn. warnings - 1
Registers with the highest flip-flop counts - register_file x1024
Data required time of the critical path - 12.40 ns
Total length of routed wires - 198 mm
Post-synthesis area per instance - 12.1 sq um
Register area share after synthesis - 54.7%
Max Slew Vio Count - 0
Placed Area - 58700 sq um
Post-route worst setup slack - 1.83 ns
Headroom to the max-slew limit - 30.0%
Placer Congestion - 0.896
Compound-cell area share of the yosys netlist - 6.98%
Total cells reported by yosys after synthesis - 4641
Max Fanout on Critical Path - 2
IO Pins - 114
Final count of hold timing violations - 0
Fraction of layout instances using a drive strength above 1 - 7.60%
Unrepaired setup endpoints after global routing - false
Total power consumption of the routed design - 8.15 mW
Overflow left after global routing - 0
# rows - 122
Die outline area - 114000 sq um
Register cell area after layout - 30700 sq um
Crit end category - output port
Largest voltage drop on the vdd net - 0.0000884 V
Post-synthesis share of cell area spent on full adders, half adders and majority gates - 0%
Distinct cell type count of the synthesized netlist - 31
Top logic cells by instance count in the layout - 1059 x sky130_fd_sc_hd__inv_1, 1024 x sky130_fd_sc_hd__and2_1, 1024 x sky130_fd_sc_hd__mux2i_1, 1024 x sky130_fd_sc_hd__edfxtp_1, 194 x sky130_fd_sc_hd__nand2_1
H-tree Lvls - 3
Post-synthesis cell type with the largest combined area - sky130_fd_sc_hd__edfxtp_1
Post-synth area from yosys stat - 56200 sq um
Worst EP arrival - 10.57 ns
Detailed-routing iteration count for the pre-antenna-repair pass - 6
Startpoint of the worst hold path - rg_rd_addr1[1]
Setup total negative slack - 0 ns
Flip-flop count of the largest register, all copies and words added - 1024
Inserted Clock Buffers - 120
Worst setup slack before clock tree synthesis - 1.51 ns
Max-Cap Viols - 0
Dominant logic cell type in the layout - sky130_fd_sc_hd__inv_1
Number of port buffers - 113
Maximum number of buffers from clock root to sink - 3
Total of hold buffers inserted after clock tree synthesis - 0
First element of the critical path - register_file[2][11]$_SDFFCE_NN0P_
Hpwl dp - 109 mm
synth_stat cells, drive strengths merged:
cell	number
or2	34
nor3	64
nand2	196
nor2	36
or3	2
buf	179
a21oi	192
nand3b	4
a22oi	192
and2	1026
nand3	194
a22o	128
nor2b	5
clkbuf	269
nand2b	5
a31oi	64
inv	1
or3b	2
mux2i	1024
edfxtp	1024
cell type report:
cell class / count / share of cell area, %
diodes: 5 / 0.0187
clock buffers: 121 / 4.54
clock inverters: 1125 / 7.51
multi-input cells: 3168 / 35.1
flip-flops and latches: 1024 / 46.1
well taps: 1488 / 2.79
repair buffers: 273 / 3.96
worst max-delay path, stage by stage (launching register included):
cell and delay [ns]:
sky130_fd_sc_hd__edfxtp_1 0.35, sky130_fd_sc_hd__mux2i_1 0.08, sky130_fd_sc_hd__a22o_1 0.26, sky130_fd_sc_hd__nor3_1 0.58
sky130_fd_sc_hd__a31oi_1 0.16, sky130_fd_sc_hd__nand3_1 0.13, sky130_fd_sc_hd__clkdlybuf4s50_1 0.53
cells by family after synthesis:
family,Yosys count
AND-OR/OR-AND,576
AND/OR/NAND/NOR,1568
multiplexers,1024
flip-flops,1024
buffers and inverters,449
layer usage:
layer / vias up / wire length, microns / share of wire (%) / GRT usage [%]
met3: 439 / 29400 / 15 / 25.6
li1: 18900 / - / - / -
met4: 10 / 9300 / 4.7 / 19.2
met1: 20000 / 71300 / 36 / 48.1
met2: 2402 / 87600 / 44 / 51.5
met5: - / 89 / 0.045 / 0.511
power by group:
part	internal, mW	switching [mW]	leakage (nW)	total, mW
clock	2.19	1.84	7.57	4.04
combinational	0.297	0.512	12.7	0.809
sequential	3.22	0.0774	9.74	3.30
stage by stage:
step / std cells / utilization (%)
finish: 7204 / 60.1
floorplan: 4641 / -
global route: 7199 / 60.1
detailed placement: 5954 / 52.9
global placement: 5954 / 52.9
CTS: 7199 / 60.1
path summary, 6_finish.rpt:
| check | slack [ns] | cells past startpoint | end |
|---|---|---|---|
| setup / recovery | 1.83 | 6 | rg_rd_data1[11] |
| hold / removal | 7.38 | 6 | rg_rd_data1[16] |
Power and IR drop assume default switching activity.
