==> /design/flow/design.v <==
package Pipe_Buf_Reg_PKG;
  typedef struct packed {
    logic [8:0]  Curr_Pc;
    logic [31:0] Curr_Instr;
  } if_id_reg;
  typedef struct packed {
    logic        ALUSrc;
    logic        MemtoReg;
    logic        RegWrite;
    logic        MemRead;
    logic        MemWrite;
    logic [1:0]  ALUOp;
    logic        Branch;
    logic [8:0]  Curr_Pc;
    logic [31:0] RD_One;
    logic [31:0] RD_Two;
    logic [4:0]  RS_One;
    logic [4:0]  RS_Two;
    logic [4:0]  rd;
    logic [31:0] ImmG;
    logic [2:0]  func3;
    logic [6:0]  func7;
    logic [31:0] Curr_Instr;
    logic        JalrSel;
    logic        jal_signal;
    logic [1:0]  UIOp;
  } id_ex_reg;
  typedef struct packed {
    logic        RegWrite;
    logic        MemtoReg;
    logic        MemRead;
    logic        MemWrite;
    logic [31:0] Pc_Imm;
    logic [31:0] Pc_Four;
    logic [31:0] Imm_Out;
    logic [31:0] Alu_Result;
    logic [31:0] RD_Two;
    logic [4:0]  rd;
    logic [2:0]  func3;
    logic [6:0]  func7;
    logic [31:0] Curr_Instr;
    logic        jal_signal;
  } ex_mem_reg;
  typedef struct packed {
    logic        RegWrite;
    logic        MemtoReg;
    logic [31:0] Pc_Imm;
    logic [31:0] Pc_Four;
    logic [31:0] Imm_Out;
    logic [31:0] Alu_Result;
    logic [31:0] MemReadData;
    logic [4:0]  rd;
    logic [31:0] Curr_Instr;
    logic        jal_signal;
  } mem_wb_reg;
endpackage
`timescale 1ns / 1ps
module alu#(
        parameter DATA_WIDTH = 32,
        parameter OPCODE_LENGTH = 4
        )
        (
        input logic [DATA_WIDTH-1:0]    SrcA,
        input logic [DATA_WIDTH-1:0]    SrcB,
        input logic [OPCODE_LENGTH-1:0]    Operation,
        output logic[DATA_WIDTH-1:0] ALUResult
        );
        always_comb
        begin
            case(Operation)
            4'b0000: ALUResult = SrcA & SrcB;                                
            4'b0001: ALUResult = SrcA | SrcB;                                
            4'b0010: ALUResult = SrcA + ($signed(SrcB));                     
            4'b0011: ALUResult = SrcA ^ SrcB;                                
            4'b0100: ALUResult = SrcA << SrcB;                               
            4'b0101: ALUResult = SrcA >> SrcB;                               
            4'b0110: ALUResult = SrcA - SrcB;                                
            4'b0111: ALUResult = ($signed(SrcA)) >>> SrcB;                   
            4'b1000: ALUResult = (SrcA == SrcB) ? 1 : 0;                     
            4'b1001: ALUResult = (SrcA != SrcB) ? 1 : 0;                     
            4'b1010: ALUResult = ($signed(SrcA) >= $signed(SrcB)) ? 1 : 0;   
            4'b1100: ALUResult = ($signed(SrcA) < $signed(SrcB)) ? 1 : 0;    
            4'b1101: ALUResult = 11;                                         
            default: ALUResult = 0;
            endcase
        end
endmodule
==> /design/flow/run.sh <==
#!/bin/bash
# OpenROAD 26Q1-2900-gdf79404cd8, Yosys 0.63+post, stock flow scripts
make -C /OpenROAD-flow-scripts/flow DESIGN_CONFIG=/design/flow/config.mk WORK_HOME=/design/flow/orfs finish
==> /design/flow/config.mk <==
export PLATFORM = sky130hd
export DESIGN_NAME = alu
export DESIGN_NICKNAME = alu
export VERILOG_FILES = /design/flow/design.v
export SDC_FILE = /design/flow/constraint.sdc
export NUM_CORES = 4
export LEC_CHECK = 1
export CORE_UTILIZATION = 30
==> /design/flow/constraint.sdc <==
current_design alu

set clk_period 13.1
set clk_io_pct 0.2

create_clock -name clk0 -period $clk_period

set non_clock_inputs [all_inputs -no_clocks]
set_input_delay [expr $clk_period * $clk_io_pct] -clock clk0 $non_clock_inputs
set_output_delay [expr $clk_period * $clk_io_pct] -clock clk0 [all_outputs]
==> job_summary.md <==
### Metrics collected by this job

| Metric | Value |
|---|---|
| Status | `finished clean` |
| Layout cells sized above 1 | `0.07372` |
| Yosys top cell by area | `ha_1` |
| Final Cell Area | `0.01066 mm^2` |
| Detail Route Antenna Nets | `0` |
| TritonRoute pass-1 iters | `22` |
| Die area | `0.03214 mm^2` |
| Initial antenna violation count | `1` |
| Worst slew margin | `0.2586` |
| DR vias | `12.05k` |
| Site Rows | `64` |
| Distinct cells, synth | `87` |
| GR Overflow Total | `0` |
| Count of tool warnings | `97` |
| Largest delay share family, worst path | `AND-OR/OR-AND gates` |
| Yosys chip area | `0.009429 mm^2` |
| Initial DRC Count | `1466` |
| Ys cells | `1452` |
| Die W | `179.3 um` |
| Hold_buf cts | `0` |
| Max stage delay on crit path | `0.96 ns` |
| Max-slew violation count | `0` |
| DP HPWL | `41520 um` |
| Placed Area | `0.01066 mm^2` |
| Seq/Total Area, Yosys | `0` |
| Crit path time final | `10.24 ns` |
| Area share, top type | `0.1287` |
| Dpl ws | `3.036 ns` |
| Fin worst setup slack | `2.858 ns` |
| Placer congestion estimate | `1.134` |
| Crit path arrival time | `7.62 ns` |
| Register Area | `0 um^2` |
| WP buf/inv | `3` |
| Finished Layout Cells | `1861` |
| First-pass GRT wire length | `76350 um` |
| CP Class | `in2out` |
| Combinational power share | `1.000` |
| Post-synth area hogs | `ha_1, a21oi_1, nor2_1` |
| Antenna diodes | `0` |
| Via-to-Cell Ratio | `6.472` |
| CP max-delay cell | `clkdlybuf4s50_1` |
| Element type at the critical path start | `input pin` |
| Setup TNS | `0 ns` |
| Post-CTS setup buffer count | `0` |
| Die height | `179.3 um` |
| Vias in the first global route | `11.11k` |
| Fin. Hold Viols | `0` |
| Post-synth top cells | `nor2_1, a21oi_1, nand2_1` |
| Crit path DRT | `10.48 ns` |
| Sw frac | `0.6233` |
| Largest net degree at the start of global routing | `68` |
| Critical path fanouts, max | `13` |
| PostCTS Resize Cnt | `0` |
| Cell mode on critical path | `clkdlybuf4s50_1` |
| Mapped cell area | `0.009429 mm^2` |
| Routed wire length | `52720 um` |
| Setup-failing EPs final | `0` |
| CP Capture Type | `primary output` |
| CLK BUF | `0` |
| Worst-margin pin slew | `1.084 ns` |
| FP Util | `0.3066` |
| Flop count | `0` |
| Cells after DPL | `1861` |
| Clock power share | `0` |
| Yosys warnings | `1` |
| Core area | `0.03075 mm^2` |
| PwrDens | `40.56 mW/mm^2` |
| Worst vdd ir | `19.21 uV` |
| Total track usage | `0.3324` |
| Sw Pwr | `269.5 uW` |
| WL/cell | `28.33 um` |
| Final core utilization | `0.3468` |
| DRC | `0` |
| Power share of the sequential group | `0` |
| Syn_area_per_cell | `6.494 um^2` |
| RSZ-0062 raised after global routing | `no` |
| Period utilization | `0.7818` |
| Post-Syn Instances | `1452` |
| Tot Pwr | `432.4 uW` |
| Area Growth Syn to Fin | `13.08%` |
| Min-delay worst type | `in2out` |
| Fill cells | `3404` |
| # IOs | `100` |
| Min Hold Slack | `6.344 ns` |
| IO Port Bufs | `100` |
| Int Pwr | `162.9 uW` |
| Crit-path cells | `clkdlybuf4s50_1 > clkinv_1 > ha_1 > and3_1 > a221o_1 > o211ai_2 > nor3_1 > o32ai_2 > o311ai_1 > a21o_1 > a2111o_1 > o221ai_1 > clkdlybuf4s50_1` |
| Max Fclk | `97.64 MHz` |
| Pleak | `4.196 nW` |
| Max_cap viols | `0` |
| Combinational gate area | `0.008568 mm^2` |
| Count leader, synth | `nor2_1` |
power by group through the flow:
stage                 Combinational (mW)  Clock, mW  Sequential, mW
after CTS                          0.422          0               0
final                              0.432          0               0
after global routing               0.462          0               0
area by class of cell:
class | instances | share of cell area
Multi-Input combinational cell | 1236 | 0.8036
Timing Repair Buffer | 135 | 0.1169
Tap cell | 396 | 0.04647
Inverter | 94 | 0.03309
kinds of logic (layout without fill, tap and decap cells):
group,Yosys count,count (layout),synth area share
AND-OR/OR-AND,549,549,0.3917
XOR/XNOR,5,5,0.004645
adder cells (fa/ha/maj),99,99,0.1330
buffers and inverters,216,229,0.09156
multiplexers,96,96,0.1424
AND/OR/NAND/NOR,487,487,0.2367
per-layer routing:
metal / wire length [um] / track usage / up-vias
met5: 0 / 0 / -
met2: 22680 / 0.4894 / 735
met3: 5893 / 0.08344 / 98
met4: 1655 / 0.08683 / 0
li1: - / - / 5477
met1: 22490 / 0.4807 / 5735
placed cells by master, fill, tap and decap left out, types with 29 or more instances in the layout:
cell / synthesis / final
ha_1: 97 / 97
o22ai_1: 29 / 29
buf_4: 4 / 36
nor2_1: 175 / 174
o21ai_0: 103 / 103
mux2i_1: 52 / 52
clkdlybuf4s50_1: 0 / 96
a21oi_1: 142 / 142
nand3_1: 35 / 35
nand2_1: 122 / 122
nor3_1: 44 / 44
inv_1: 91 / 91
mux4_2: 29 / 29
worst paths after layout:
kind / cells after the start / endpoint / startpoint / slack [ns]
max: 13 / ALUResult[30] / SrcB[5] / 2.86
min: 5 / ALUResult[0] / SrcB[3] / 6.34
Power is estimated from default activity; no workload was simulated.
