### flow/run.sh
#!/bin/bash
# OpenROAD 26Q1-2900-gdf79404cd8, Yosys 0.63+post, stock flow scripts
make -C /OpenROAD-flow-scripts/flow DESIGN_CONFIG=/design/flow/config.mk WORK_HOME=/design/flow/orfs finish
### flow/config.mk
export PLATFORM = sky130hd
export DESIGN_NAME = BranchUnit
export DESIGN_NICKNAME = BranchUnit
export VERILOG_FILES = /design/flow/design.v
export SDC_FILE = /design/flow/constraint.sdc
export NUM_CORES = 4
export LEC_CHECK = 1
export CORE_AREA = 10 10 120 120
export DIE_AREA = 0 0 130 130
### flow/constraint.sdc
current_design BranchUnit

set clk_period 13.1
set clk_io_pct 0.2

create_clock -name clk0 -period $clk_period

set non_clock_inputs [all_inputs -no_clocks]
set_input_delay [expr $clk_period * $clk_io_pct] -clock clk0 $non_clock_inputs
set_output_delay [expr $clk_period * $clk_io_pct] -clock clk0 [all_outputs]
### flow/design.v
package Pipe_Buf_Reg_PKG;
  typedef struct packed {
    logic [8:0]  Curr_Pc;
    logic [31:0] Curr_Instr;
  } if_id_reg;
  typedef struct packed {
    logic        ALUSrc;
    logic        MemtoReg;
    logic        RegWrite;
    logic        MemRead;
    logic        MemWrite;
    logic [1:0]  ALUOp;
    logic        Branch;
    logic [8:0]  Curr_Pc;
    logic [31:0] RD_One;
    logic [31:0] RD_Two;
    logic [4:0]  RS_One;
    logic [4:0]  RS_Two;
    logic [4:0]  rd;
    logic [31:0] ImmG;
    logic [2:0]  func3;
    logic [6:0]  func7;
    logic [31:0] Curr_Instr;
    logic        JalrSel;
    logic        jal_signal;
    logic [1:0]  UIOp;
  } id_ex_reg;
  typedef struct packed {
    logic        RegWrite;
    logic        MemtoReg;
    logic        MemRead;
    logic        MemWrite;
    logic [31:0] Pc_Imm;
    logic [31:0] Pc_Four;
    logic [31:0] Imm_Out;
    logic [31:0] Alu_Result;
    logic [31:0] RD_Two;
    logic [4:0]  rd;
    logic [2:0]  func3;
    logic [6:0]  func7;
    logic [31:0] Curr_Instr;
    logic        jal_signal;
  } ex_mem_reg;
  typedef struct packed {
    logic        RegWrite;
    logic        MemtoReg;
    logic [31:0] Pc_Imm;
    logic [31:0] Pc_Four;
    logic [31:0] Imm_Out;
    logic [31:0] Alu_Result;
    logic [31:0] MemReadData;
    logic [4:0]  rd;
    logic [31:0] Curr_Instr;
    logic        jal_signal;
  } mem_wb_reg;
endpackage
`timescale 1ns / 1ps
module BranchUnit #(
    parameter PC_W = 9
) (
    input logic [PC_W-1:0] Cur_PC,
    input logic [31:0] Imm,
    input logic [31:0] RD_One,
    input logic Branch,
    input logic JalrSel,
    input logic [31:0] AluResult,
    output logic [31:0] PC_Imm,
    output logic [31:0] PC_Four,
    output logic [31:0] BrPC,
    output logic PcSel
);
  logic Branch_Sel;
  logic [31:0] PC_Full;
  assign PC_Full = {23'b0, Cur_PC};
  assign PC_Imm = PC_Full + Imm;
  assign PC_Four = PC_Full + 32'b100;
  assign Branch_Sel = Branch && AluResult[0];   
  assign BrPC = (JalrSel) ? RD_One + ($signed(Imm)) : (Branch_Sel) ? PC_Imm : 32'b0;   
  assign PcSel = Branch_Sel;   
endmodule
==> flow_summary.ini <==
; yosys + openroad results
[run_status]
status = completed

[final_timing]
slew_headroom = 0.4207
worstMarginPinSlew_ns = 0.8643
fin_ws_ns = 3.874
rsz0062_at_grt = false
finalCritPeriodShare = 0.7043
hold_violations = 0
drv_slew = 0
clock.fmax_ghz = 0.1084
tns_ns = 0
finalSetupViolations = 0
min_period_ns = 9.226

[floorplanning]
core_area_um2 = 11910
initial_core_util = 0.2663
io_pins = 204
die_h_um = 130
rows = 40
dieArea_um2 = 16900
die_x_um = 130

[flow_run]
warnings = 63
maxCapViolCount = 0

[detailed_routing]
antenna_cells = 0
drt-initial-drc-count = 218
routed_wl_um = 12730
drc = 0
via_per_inst = 5.078
drtAntennaViolNets = 0
dr.pass1.iters = 4
wl_per_cell_um = 17.32
via_count = 3732

[setup_path]
crit_path_max_fanout = 4
path_common_cell = clkdlybuf4s50_1
crit_chain = clkdlybuf4s50_1, ha_1, fa_1, a211oi_1, o211ai_1, a211o_1, a221oi_1, a21oi_1, a31oi_1, xnor2_1, a22o_1, clkdlybuf4s50_1
cp.required_ns = 10.48
endpoint_kind = output port
crit_arrival_ns = 6.61
worstSetupPathType = in2out
critPathMaxStageDelay_ns = 0.52
cpMaxStageDelayCell = clkdlybuf4s50_1
start_kind = primary input

[hold_path]
hp-class = in2out

[clock_network]
ctsHoldBuffers = 0
post_cts_buffers = 0
cts.repair.resized = 0

[logic_synthesis]
yosysWarnings = 0
ys_cells = 450
ys_area_um2 = 3172
syn_area_per_cell_um2 = 7.048
yosys.cell_types.count = 58
netlist_area_um2 = 3172
ys_seq_frac = 0
syn_inst = 450

[cells_and_area]
flops = 0
nClkBuffers = 0
drive_gt1_frac = 0.03571
syn_to_final_growth_pct = 48.52
register_area_um2 = 0

[grt]
antenna_found_initial = 0
grt_first_pass_wirelength_um = 19860
grt_max_degree = 31
grt.total_usage = 0.1444
first_global_vias = 3736
grt-ovfl-total = 0

[placed_design]
gp_congestion = 0.9245
dp_hpwl_um = 10860
port_buffers = 151
dp_slack_ns = 3.911

[power]
ir_drop_v = 0.00001922
leakagePower_uw = 0.001971
p_per_area_nw_per_um2 = 45.93
[path summary, 6_finish.rpt]
check             startpoint          to  slack (ns)  cells past startpoint
setup / recovery      Imm[0]    BrPC[30]        3.87                     12
hold / removal     Cur_PC[0]  PC_Four[0]        6.08                      2
[through the flow]
| stage | utilization | hold WS (ns) | power (uW) | area, um2 | instances |
|---|---|---|---|---|---|
| 3_3_place_gp | 0.3955 | 6.084 | 218.0 | 4711 | 735 |
| 4_1_cts | 0.3955 | 6.091 | 219.0 | 4711 | 735 |
| 6_report | 0.3955 | 6.077 | 216.4 | 4711 | 735 |
| 2_1_floorplan | - | 5.249 | 111.9 | 3251 | 471 |
| 5_1_grt | 0.3955 | 6.100 | 239.3 | 4711 | 735 |
| 3_5_place_dp | 0.3955 | 6.089 | 217.3 | 4711 | 735 |
[cell usage in the layout, fill, tap and decap left out, types with 11 or more instances in the layout]
| master | netlist | layout |
|---|---|---|
| clkdlybuf4s50_1 | 0 | 151 |
| a21oi_1 | 41 | 41 |
| ha_1 | 41 | 41 |
| xnor2_1 | 39 | 39 |
| inv_1 | 11 | 11 |
| and3_1 | 13 | 13 |
| a22o_1 | 16 | 16 |
| a21o_1 | 16 | 16 |
| nand3_1 | 20 | 20 |
| xor2_1 | 23 | 23 |
| nor2_1 | 25 | 25 |
| nand2_1 | 39 | 39 |
| conb_1 | 1 | 22 |
| o21ai_0 | 27 | 27 |
[per-layer routing]
metal	global-route usage	vias to the layer above	wire (um)
li1	-	1914	-
met1	0.1913	1707	5597
met3	0.01934	4	744
met4	0.009921	0	87
met5	0	-	0
met2	0.2544	107	6302
[power by group]
part | switching, uW | internal (uW) | leakage, uW | total (uW)
Sequential | 0 | 0 | 0 | 0
Clock | 0 | 0 | 0 | 0
Combinational | 94.1 | 122 | 0.00197 | 216
[kinds of logic after synthesis]
| kind of cell | after synthesis | share of synthesized area |
|---|---|---|
| AND-OR/OR-AND | 153 | 0.3270 |
| XOR/XNOR | 62 | 0.1712 |
| AND/OR/NAND/NOR | 143 | 0.2320 |
| adder cells (fa/ha/maj) | 43 | 0.1744 |
| buffers and inverters | 48 | 0.09428 |
| other | 1 | 0.001182 |
[synth_stat cells, drive strengths merged (3+ instances only)]
library cell	instances	area, um2
nand2	39	146.4
o21ai	28	151.4
xor2	23	201.4
and4	3	28.78
or2	3	18.77
and3	15	96.34
buf	30	224.0
nor2	25	93.84
a31oi	4	25.02
nand3	20	100.1
a22o	16	140.1
a21oi	42	214.0
a211oi	7	52.55
a21boi	4	30.03
nor4	5	31.28
and2	4	26.28
nor2b	4	25.02
nand2b	3	18.77
a21o	18	137.6
nor3	8	45.04
o211ai	5	37.54
inv	11	41.29
clkbuf	6	22.52
o21a	8	60.06
a211o	3	27.53
o21bai	5	37.54
nand4	7	43.79
xnor2	39	341.6
ha	41	513.0
[area by class of cell]
class	count	area (um2)
multi-input cells	423	2952
fillers	1244	7201
well taps	147	183.9
inverters	11	41.29
repair buffers	154	1534
[critical path, delay by kind of cell]
family / cells / cell delay, ns
compound gates: 7 / 2.21
buf+inv: 2 / 0.95
fa+ha+maj: 2 / 0.68
xor+xnor: 1 / 0.14
Power figures rest on the tool's default switching activity, not on a simulated workload.
